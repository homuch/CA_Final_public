File: /design/flow/config.mk
export PLATFORM = sky130hd
export DESIGN_NAME = CHIP
export DESIGN_NICKNAME = CHIP
export VERILOG_FILES = /design/flow/design.v
export SDC_FILE = /design/flow/constraint.sdc
export NUM_CORES = 4
export LEC_CHECK = 1
export CORE_AREA = 10 10 104 104
export DIE_AREA = 0 0 114 114
File: /design/flow/constraint.sdc
current_design CHIP

set clk_period 3.0
set clk_io_pct 0.2

create_clock -name clk0 -period $clk_period [get_ports {clk}]

set non_clock_inputs [all_inputs -no_clocks]
set_input_delay [expr $clk_period * $clk_io_pct] -clock clk0 $non_clock_inputs
set_output_delay [expr $clk_period * $clk_io_pct] -clock clk0 [all_outputs]
File: /design/flow/design.v
module CHIP(clk,
            rst_n,
            mem_wen_D,
            mem_addr_D,
            mem_wdata_D,
            mem_rdata_D,
            mem_addr_I,
            mem_rdata_I
    );
    input         clk, rst_n ;
    output        mem_wen_D  ;
    output [31:0] mem_addr_D ;
    output [31:0] mem_wdata_D;
    input  [31:0] mem_rdata_D;
    output [31:0] mem_addr_I ;
    input  [31:0] mem_rdata_I;
    reg    [31:0] PC          ;               
    reg   [31:0] PC_nxt      ;               
    wire          regWrite    ;               
    wire   [ 4:0] rs1, rs2, rd;               
    wire   [31:0] rs1_data    ;               
    wire   [31:0] rs2_data    ;               
    reg   [31:0] rd_data     ;               
    reg [4:0] state, state_nxt;
    reg [2:0] sub_state, sub_state_nxt;
    reg readInstr,nextReadInstr, updatePC;
    wire branch;
    reg regShouldWrite;
    reg aluValid,mulWaiting;
    reg [1:0] aluMode;
    reg [31:0] in_A,in_B;
    wire aluReady;
    wire [63:0] aluOut;
    reg [11:0] immtest;
    parameter IDLE = 5'd0;
    parameter AUIPC  = 5'd1;
    parameter JAL  = 5'd2;
    parameter JALR = 5'd3;
    parameter BEQ = 5'd4;
    parameter LW  = 5'd5;
    parameter SW  = 5'd6;
    parameter ADDI  = 5'd7;
    parameter SLTI  = 5'd8;
    parameter ADD  = 5'd9;
    parameter SUB  = 5'd10;
    parameter XOR  = 5'd11;
    parameter MUL  = 5'd12;
    parameter ID = 3'd0;
    parameter EX = 3'd1;
    parameter MEM = 3'd2;
    parameter WB = 3'd3;
    parameter BUFFER = 3'd4;
    reg_file reg0(                            
        .clk(clk),                            
        .rst_n(rst_n),                        
        .wen(regWrite),                       
        .a1(rs1),                             
        .a2(rs2),                             
        .aw(rd),                              
        .d(rd_data),                          
        .q1(rs1_data),                        
        .q2(rs2_data));                       
    mulDiv alu0(
        .clk(clk),
        .rst_n(rst_n),
        .valid(aluValid),
        .ready(aluReady),
        .mode(aluMode),
        .in_A(in_A),
        .in_B(in_B),
        .out(aluOut)
    );
    assign rs1 = mem_rdata_I[19:15];
    assign rs2 = mem_rdata_I[24:20];
    assign rd = mem_rdata_I[11:7];
    assign mem_addr_I = PC;
    assign mem_addr_D = (state == LW)? $signed(rs1_data) + $signed(mem_rdata_I[31:20]):$signed(rs1_data) + $signed({mem_rdata_I[31:25],mem_rdata_I[11:7]});
    assign mem_wen_D = (state == SW && sub_state==EX)? 1'd1:1'd0;
    assign mem_wdata_D = rs2_data;
    assign regWrite = regShouldWrite&&(sub_state==WB);
    assign branch = (state==JAL||state==JALR||state==BEQ);
    always @(*)begin
        if(!readInstr)begin
            state_nxt = state;
            nextReadInstr = 1'd0;
        end
        else begin
            nextReadInstr=1'd0;
            sub_state_nxt = EX;
            case (mem_rdata_I[6:0])
                7'b0010011:begin 
                    case (mem_rdata_I[14:12])
                        3'b000:begin 
                            state_nxt = ADDI;
                        end
                        3'b010:state_nxt = SLTI; 
                    endcase
                end
                7'b0110011:begin 
                    case ({mem_rdata_I[31:25],mem_rdata_I[14:12]})
                        10'd0:state_nxt=ADD; 
                        10'h100:state_nxt=SUB; 
                        10'h4:state_nxt=XOR; 
                        10'h8:state_nxt=MUL; 
                    endcase
                end
                7'b0000011:begin 
                    case (mem_rdata_I[14:12])
                        3'b010:state_nxt=LW; 
                    endcase
                end
                7'b0100011:begin 
                    case (mem_rdata_I[14:12])
                        3'b010:state_nxt=SW; 
                    endcase
                end
                7'b1100011:begin 
                    case (mem_rdata_I[14:12])
                        3'b000:state_nxt=BEQ; 
                    endcase
                end
                7'b0010111:begin 
                    state_nxt=AUIPC;
                end
                7'b1101111:begin
                    state_nxt = JAL;
                end
                7'b1100111:begin
                    state_nxt = JALR;
                end
                default:state_nxt=IDLE;
            endcase
        end
    end
    always @(*)begin
        immtest=12'd0;
        if(state!=MUL&&sub_state!=EX)begin
            mulWaiting = 1'd0;
            aluMode = 2'd0;
            aluValid = 1'd0;
            in_A = 32'd0;
            in_B = 32'd0;
        end
        case (sub_state)
            ID:regShouldWrite = 1'd0;
            EX:begin
                rd_data = 32'd0;
                sub_state_nxt = WB;
                updatePC=1'd0;
                regShouldWrite = 1'd0;
                case (state)
                    ADDI:begin
                        rd_data = $signed(mem_rdata_I[31:20])+$signed(rs1_data);
                    end
                    SLTI:begin
                         rd_data =32'd0;
                         immtest=mem_rdata_I[31:20];
                         if($signed(rs1_data)<$signed(mem_rdata_I[31:20]))begin
                            rd_data = 32'd1;
                         end
                    end
                    ADD: rd_data = $signed(rs1_data)+$signed(rs2_data);
                    SUB: rd_data = $signed(rs1_data)-$signed(rs2_data);
                    XOR: rd_data = rs1_data^rs2_data;
                    MUL:begin
                        if(!mulWaiting)begin
                            aluValid = 1'd1;
                        end
                        else aluValid = 1'd0;
                        in_A = rs1_data;
                        in_B = rs2_data;
                        aluMode = 2'd0;
                        mulWaiting=1'd1;
                        sub_state_nxt = EX;
                        rd_data = aluOut[31:0];
                        if(aluReady)begin
                            sub_state_nxt = WB;
                            mulWaiting = 1'd0;
                        end
                    end
                    LW:begin 
                    end
                    SW:begin
                    end
                    AUIPC:rd_data = {mem_rdata_I[31:12],12'd0} + PC;
                    JAL:rd_data = PC+32'd4;
                    JALR:rd_data = PC+32'd4;
                    BEQ:rd_data = 32'd0;
                endcase
            end
            WB:begin
                regShouldWrite = 1'd0;
                sub_state_nxt = BUFFER;
                case (state)
                    ADDI:regShouldWrite = 1'd1;
                    SLTI: regShouldWrite = 1'd1;
                    ADD: regShouldWrite = 1'd1;
                    SUB: regShouldWrite = 1'd1;
                    XOR: regShouldWrite = 1'd1;
                    MUL:regShouldWrite = 1'd1;
                    LW: begin
                        regShouldWrite = 1'd1;
                        rd_data = mem_rdata_D;
                    end
                    AUIPC:regShouldWrite = 1'd1;
                    JAL:regShouldWrite = 1'd1;
                    JALR:regShouldWrite = 1'd1;
                endcase
            end
            BUFFER:begin
                sub_state_nxt = ID;
                updatePC = 1'd1;
            end
        endcase
    end
    always @(*)begin
        PC_nxt = PC;
        nextReadInstr = 1'd0;
        if(updatePC)begin
            nextReadInstr=1'd1;
            PC_nxt = PC+32'd4;
            if(branch)begin
                if(state==JAL)begin
                    PC_nxt = $signed({mem_rdata_I[31],mem_rdata_I[19:12],mem_rdata_I[20],mem_rdata_I[30:21],1'd0})+$signed(PC);
                end
                else if(state==JALR)begin
                    PC_nxt = $signed(rs1_data)+$signed(mem_rdata_I[31:20]);
                end
                else if(state==BEQ) begin
                    if(rs1_data==rs2_data)begin
                        PC_nxt = $signed({mem_rdata_I[12],mem_rdata_I[7],mem_rdata_I[30:25],mem_rdata_I[11:8],1'd0})+$signed(PC);
                    end
                end            
            end
        end
        updatePC = 1'd0;
    end
    always @(posedge clk or negedge rst_n) begin
        if (!rst_n) begin
            PC <= 32'h00400000;  
            state <=IDLE;
            sub_state <=ID;
            readInstr <= 1'd1;
        end
        else begin
            PC <= PC_nxt;
            state <= state_nxt;
            sub_state<=sub_state_nxt;
            readInstr <=nextReadInstr;
            aluValid <=1'd0;
        end
    end
endmodule
module reg_file(clk, rst_n, wen, a1, a2, aw, d, q1, q2);
    parameter BITS = 32;
    parameter word_depth = 32;
    parameter addr_width = 5;  
    input clk, rst_n, wen;  
    input [BITS-1:0] d;
    input [addr_width-1:0] a1, a2, aw;
    output [BITS-1:0] q1, q2;
    reg [BITS-1:0] mem [0:word_depth-1];
    reg [BITS-1:0] mem_nxt [0:word_depth-1];
    integer i;
    assign q1 = mem[a1];
    assign q2 = mem[a2];
    always @(*) begin
        for (i=0; i<word_depth; i=i+1)
            mem_nxt[i] = (wen && (aw == i)) ? d : mem[i];
    end
    always @(posedge clk or negedge rst_n) begin
        if (!rst_n) begin
            mem[0] <= 0;  
            for (i=1; i<word_depth; i=i+1) begin
                case(i)
                    32'd2: mem[i] <= 32'h7fffeffc;  
                    32'd3: mem[i] <= 32'h10008000;  
                    default: mem[i] <= 32'h0;
                endcase
            end
        end
        else begin
            mem[0] <= 0;
            for (i=1; i<word_depth; i=i+1)
                mem[i] <= mem_nxt[i];
        end
    end
endmodule
module mulDiv(clk, rst_n, valid, ready, mode, in_A, in_B, out);
    input         clk, rst_n;
    input         valid;
    input  [1:0]  mode;  
    output        ready;
    input  [31:0] in_A, in_B;
    output [63:0] out;
    parameter IDLE = 3'd0;
    parameter MUL  = 3'd1;
    parameter DIV  = 3'd2;
    parameter SHIFT = 3'd3;
    parameter AVG = 3'd4;
    parameter OUT  = 3'd5;
    reg  [ 2:0] state, state_nxt;
    reg  [ 4:0] counter, counter_nxt;
    reg  [63:0] shreg, shreg_nxt;
    reg  [31:0] alu_in, alu_in_nxt;
    reg  [32:0] alu_out;
    assign ready = (state == OUT);
    assign out = ready? shreg : 64'd0;
    always @(*) begin
        case(state)
            IDLE: begin
                if(!valid)state_nxt = IDLE;
                else begin
                    case(mode)
                        2'd0 : state_nxt = MUL;
                        2'd1 : state_nxt = DIV;
                        2'd2 : state_nxt = SHIFT;
                        2'd3 : state_nxt = AVG;
                        default: state_nxt = IDLE;
                    endcase
                end
            end
            MUL : state_nxt = counter<31 ? MUL:OUT;
            DIV : state_nxt = counter<31 ? DIV:OUT;
            SHIFT : state_nxt = OUT;
            AVG : state_nxt = OUT;
            OUT : state_nxt = IDLE;
            default : state_nxt = IDLE;
        endcase
    end
    always @(*) begin
        if(state == MUL || state == DIV)
            counter_nxt = counter + 5'd1;
        else
            counter_nxt = 5'd0;
    end
    always @(*) begin
        case(state)
            IDLE: begin
                if (valid) alu_in_nxt = in_B;
                else       alu_in_nxt = 0;
            end
            OUT : alu_in_nxt = 0;
            default: alu_in_nxt = alu_in;
        endcase
    end
    always @(*)begin
        case(state)
            MUL : 
                alu_out = shreg[0]? alu_in + shreg[63:32] : shreg[63:32];
            DIV : 
                alu_out = (shreg[62:31] >= alu_in)? {1'd1, shreg[62:31]-alu_in}:{1'd0, shreg[62:31]}; 
            SHIFT :
                alu_out = shreg[31:0]>>alu_in[2:0];
            AVG :  
                alu_out = (shreg[31:0] + alu_in)>>1;
            default:
                alu_out = 33'd0;
        endcase
    end    
    always @(*)begin
        shreg_nxt = shreg; 
        case(state)
            IDLE : begin
                shreg_nxt = 64'd0;
                if(valid) shreg_nxt[31:0] = in_A;
                else ;
            end
            MUL : begin
                shreg_nxt = shreg>>1;
                shreg_nxt[63:31] = alu_out;
            end
            DIV : begin
                shreg_nxt = shreg<<1;
                shreg_nxt[63:32]= alu_out[31:0]; 
                shreg_nxt[0] = alu_out[32];
            end
            SHIFT : 
                shreg_nxt = {32'd0, alu_out[31:0]};
            AVG : 
                shreg_nxt = {32'd0, alu_out[31:0]};
            default:
                shreg_nxt = 64'd0;
        endcase
    end
    always @(posedge clk or negedge rst_n) begin
        if (!rst_n) begin
            state <= IDLE;
            shreg <=64'd0;
            alu_in <=32'd0;
            counter <= 5'd0;
        end
        else begin
            state <= state_nxt;
            shreg <=shreg_nxt;
            alu_in <=alu_in_nxt;
            counter <= counter_nxt;
        end
    end
endmodule
File: /design/flow/run.sh
#!/bin/bash
# OpenROAD 26Q1-2900-gdf79404cd8, Yosys 0.63+post, stock flow scripts
make -C /OpenROAD-flow-scripts/flow DESIGN_CONFIG=/design/flow/config.mk WORK_HOME=/design/flow/orfs finish
==> flow_summary.toml <==
# generated from flow reports
[pwr]
irDropWorstVdd_mv = 0.112
power.clock.fraction_pct = 23.1
totalPowerFinal_mw = 0.555
internal_power_mw = 0.377
switching_power_mw = 0.178
power-per-cell-area_mw_per_mm2 = 147
pwr-share-seq_pct = 18.0
swShare_pct = 32.0
power.combinational.fraction_pct = 58.9
p_leak_nw = 1.68

[synthesis]
top_cell = "sky130_fd_sc_hd__buf_4"
synth.ff_latch_count = 12
post_synth_fa_ha_maj_area_fraction_pct = 10.4
yosys-dominant-comb-family = "buffers and inverters"
syn_inst = 275
compound_area_share_pct = 24.4
synth_area_sq_mm = 0.00210
ys_top_cells_by_area = "sky130_fd_sc_hd__buf_4 (22%), sky130_fd_sc_hd__ha_1 (8.9%), sky130_fd_sc_hd__dfrtp_1 (7.1%)"
synth_xor_xnor_area_share_pct = 5.00
synthFlopType = "sky130_fd_sc_hd__dfrtp_1"
synthTopCellsByCount = "sky130_fd_sc_hd__buf_4 (63), sky130_fd_sc_hd__nor2_1 (23), sky130_fd_sc_hd__o21ai_0 (19)"
post_synth_mux_area_share_pct = 3.63
top_area_cell = "sky130_fd_sc_hd__buf_4"
number_of_enable_flip_flop_cells = 0
avg_synthesized_cell_area_sq_um = 7.65
yosys_warnings = 81
synth-area-yosys_sq_mm = 0.00210
synth-async-reset-ratio_pct = 58.3
area_share_of_the_leading_cell_type_in_the_synthesized_netlist_pct = 22.5
ys_cells = 275
synthSimpleGateAreaFrac_pct = 17.1
yosysUniqueCellTypes = 64

[route]
overall_routed_net_length_microns = 7240
via_count = 2332
route.antenna.remaining_nets = 0
route.antenna.diode_count = 0
dr_vias_cell = 4.42
routedWlPerCell_microns = 13.7
firstDrtPassIters = 4
drt_first_iter_violations = 86
remaining_drc_errors = 0

[worst_setup_path]
cp_slowest_stage_delay_ns = 0.27
crit_path_cell_trace = "buf_6, nor4b_4, nor2b_4, buf_12, buf_12, ha_4, a21oi_4, buf_6, o32ai_4, buf_6, o311ai_4, buf_6, nor2_4, a311oi_2, buf_2"
crit_type = "input port to primary output"
path_max_fanout = 5
worst_setup_endpoint = "mem_addr_D[31]"
startpoint_type = "input port"
startpoint = "mem_rdata_I[18]"
critical_path.slowest_cell = "sky130_fd_sc_hd__nor4b_4"
cp.arrival_ns = 2.91
crit_path_frequent_cell = "sky130_fd_sc_hd__buf_6"
worst_setup_end_kind = "primary output"
endpoint_required_time_on_the_critical_path_ns = 2.40

[clock_tree]
ctsHtreeMaxLevel = 1
tritoncts = "done"
cts_root_buf = "sky130_fd_sc_hd__clkbuf_8"
clk_transition_reported_paths_ns = 0.04
maximum_buffer_depth_of_the_clock_tree = 2
hold_bufs_at_cts = 0
cts_buffers = 3

[min_path]
hold_class = "input port to asynchronous set/reset pin"

[finish]
area_growth_pct = 79.7
post_layout_inst_area_sq_mm = 0.00378
layout-drive-gt1-share_pct = 42.1

[outcome]
failed_checks = "setup timing"
outcome = "finished, violations left"

[sta]
fmaxAchievable_mhz = 285
number_of_unconstrained_endpoints = 10
unclocked_regs = 5
setup_repair_after_global_routing_missed_its_margin = "yes"
finalMaxSlewViolations = 0
post-route-period-util_pct = 117
hold_violations = 0
setup_viol_count_final = 27
worst_slack_ns = -0.510
whs_ns = 0.632
layout_min_cycle_time_ns = 3.51

[placed_design]
placement_stage_cell_area_sq_mm = 0.00331
hpwlAfterDp_microns = 5760
gp_routability_congestion = 0.872
port_buffers = 94

[floorplan]
chip_area_sq_mm = 0.0130
floorplan.rows = 34
starting_density_of_the_core_pct = 24.2
floorplan.core_area_sq_mm = 0.00868
die_h_microns = 114
floorplan.die.width_microns = 114
boundaryPins = 163

[global_route]
gr-usage-all-layers_pct = 10.1
grt_antenna_before_repair = 0
globalRoute.totalOverflow = 0
first_pass_grt_wire_length_microns = 11400
maximum_number_of_pins_on_one_net_before_global_route_repair = 27
first_global_vias = 2387

[job]
max-cap-violations = 0
warnings = 64
==> worst min-delay path by stage <==
stage / cells past startpoint / to / slack, ns
after CTS: 1 / state[3] / 0.64
after global routing: 1 / state[3] / 0.65
final: 1 / state[1] / 0.63
==> critical path, delay by kind of cell <==
kind / cells / cell delay, ns
buf+inv: 7 / 0.86
fa+ha+maj: 1 / 0.20
compound gates: 4 / 0.73
simple gates: 3 / 0.50
==> layout by cell type (no fill, tap or decap), types with 3 or more instances in the layout <==
master / n
sky130_fd_sc_hd__a21o_1: 3
sky130_fd_sc_hd__o21ai_0: 7
sky130_fd_sc_hd__clkbuf_8: 3
sky130_fd_sc_hd__nor2_1: 16
sky130_fd_sc_hd__clkbuf_2: 3
sky130_fd_sc_hd__nand2_1: 12
sky130_fd_sc_hd__buf_6: 15
sky130_fd_sc_hd__a31oi_1: 3
sky130_fd_sc_hd__nor2_4: 3
sky130_fd_sc_hd__dlxtn_1: 5
sky130_fd_sc_hd__a21oi_1: 6
sky130_fd_sc_hd__nor3_1: 3
sky130_fd_sc_hd__xnor2_1: 5
sky130_fd_sc_hd__inv_1: 10
sky130_fd_sc_hd__dfrtp_1: 6
sky130_fd_sc_hd__buf_12: 3
sky130_fd_sc_hd__nor2_2: 4
sky130_fd_sc_hd__buf_2: 25
sky130_fd_sc_hd__o21ai_1: 11
sky130_fd_sc_hd__conb_1: 38
sky130_fd_sc_hd__mux2_2: 4
sky130_fd_sc_hd__buf_4: 67
sky130_fd_sc_hd__ha_4: 7
sky130_fd_sc_hd__a21oi_2: 5
sky130_fd_sc_hd__nor2b_1: 4
sky130_fd_sc_hd__dlygate4sd2_1: 3
sky130_fd_sc_hd__xor2_1: 6
sky130_fd_sc_hd__ha_1: 8
sky130_fd_sc_hd__o211ai_1: 3
sky130_fd_sc_hd__clkdlybuf4s50_1: 60
==> metal layers <==
metal	GRT usage [%]	up-vias	wire length (microns)
met2	17.2	88	3260
met5	0	-	0
met1	13.3	1056	3300
met4	0.835	0	89
met3	2.34	9	593
li1	-	1179	-
==> cells by family after synthesis <==
group | count (synthesis)
DFF | 7
buffers and inverters | 83
other | 2
latches | 5
and+or+nand+nor | 66
muxes | 7
adders and majority gates | 17
AOI/OAI and AO/OA | 76
xor gates and xnor gates | 12
==> flip-flops by register name (all words and copies together) (netlist names) <==
register / count
state: 5
state_nxt: 5
readInstr: 1
sub_state: 1
==> stage by stage <==
step | setup WS [ns] | TNS, ns | std cells | util (%)
after detailed placement | -1.23 | -29.75 | 500 | 38.1
after global routing | -0.651 | -15.77 | 528 | 43.5
after global placement | -1.18 | -28.97 | 500 | 38.1
final | -0.510 | -10.62 | 528 | 43.5
after floorplan | -0.102 | -0.704 | 311 | -
after CTS | -0.494 | -10.90 | 524 | 42.2
==> power by group through the flow <==
stage | clock network (mW) | registers (mW) | logic, mW
after CTS | 0.131 | 0.100 | 0.318
after global routing | 0.138 | 0.100 | 0.362
final | 0.129 | 0.100 | 0.327
==> layout make-up <==
class / count / area, sq um
fillers: 842 / 4900
inverters: 11 / 43.8
multi-input cells: 216 / 1790
clock buffers: 4 / 45.0
flip-flops and latches: 12 / 251
well taps: 108 / 135
repair buffers: 177 / 1510
==> repair_timing <==
item,CTS,global route
setup buffers,20,4
pin swaps,47,31
setup endpoints to repair,30,54
gates resized,154,34
Power and IR drop assume default switching activity.
